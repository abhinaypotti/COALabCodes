==> ./design.v <==
module up_down_counter(input clk, reset,up_down, output[3:0]  counter);
reg [3:0] counter_up_down;
always @(posedge clk or posedge reset)
begin
if(reset)
 counter_up_down <= 4'h0;
else if(~up_down)
 counter_up_down <= counter_up_down + 4'd1;
else
 counter_up_down <= counter_up_down - 4'd1;
end
assign counter = counter_up_down;
endmodule
==> ./run.sh <==
#!/bin/bash
# OpenROAD 26Q1-2900-gdf79404cd8, Yosys 0.63+post, stock flow scripts
make -C /OpenROAD-flow-scripts/flow DESIGN_CONFIG=/design/flow/config.mk WORK_HOME=/design/flow/orfs finish
==> ./config.mk <==
export PLATFORM = sky130hd
export DESIGN_NAME = up_down_counter
export DESIGN_NICKNAME = up_down_counter
export VERILOG_FILES = /design/flow/design.v
export SDC_FILE = /design/flow/constraint.sdc
export NUM_CORES = 4
export LEC_CHECK = 1
export CORE_AREA = 10 10 70 70
export DIE_AREA = 0 0 80 80
==> ./constraint.sdc <==
current_design up_down_counter

set clk_period 2.8
set clk_io_pct 0.2

create_clock -name clk0 -period $clk_period [get_ports {clk}]

set non_clock_inputs [all_inputs -no_clocks]
set_input_delay [expr $clk_period * $clk_io_pct] -clock clk0 $non_clock_inputs
set_output_delay [expr $clk_period * $clk_io_pct] -clock clk0 [all_outputs]
==> flow_summary.toml <==
# generated from flow reports
[clock_tree]
clk_latency_ns = 0.24
cts_hold_buf = 0
cts.sinks = 4
cts_tree = "yes"
htree_levels = 1
cts_resized = 0
clkTransAtPathRegs_ns = 0.04
cts_root_buf = "clkbuf_4"
clock_path_buffers = 2
post_cts_buffers = 0
numCtsBuffers = 3

[sta]
setup_viol = 0
tns_ns = 0
hold_violations = 0
rsz0062_at_grt = "no"
finalClockSkew_ns = 0.00638
maxSlewViolCount = 0
post-route-period-util = 0.595
hold_slack_ns = 0.505
fmax_mhz = 600
layout_min_cycle_time_ns = 1.67
worst_pin_slew_ns = 0.170
maxSlewHeadroom = 0.886

[cells_and_area]
drive_gt1_frac = 0.154
largest_reg_flops = 4
regMostFlops = "counter_up_down"
reg_top3 = "counter_up_down x4"
area_growth_pct = 67.9

[synthesis]
edf_count = 0
synth_cell_types = 8
top_cells_by_count = "inv_1 (5), dfrtp_1 (4), ha_1 (2), xnor2_1 (2)"
top_cells_by_area = "dfrtp_1 (48%), ha_1 (12%), fa_1 (9.7%)"
synth_top_cell_by_count = "inv_1"
yosysTopAreaCellShare = 0.485
synthCells = 17
ys_chip_area_sq_um = 206
numSynthFlops = 4
ys_cells = 17
synth_area_per_cell_sq_um = 12.1
postSynth.asyncResetShare = 1.00
yosysWarnings = 1
postSynthSeqShare = 0.485
synth.largest_area_cell = "dfrtp_1"
flop_cell = "dfrtp_1"
synth_area_sq_um = 206

[die]
die_h_um = 80
fp.coreArea_sq_um = 3420
fp_util = 0.0604
design.portCount = 7
num_rows = 21
die_x_um = 80
chip_area_sq_um = 6400

[hold_path]
min_path_type = "input pin to asynchronous set/reset pin"

[setup_path]
crit_type = "input pin to register"
worstPathMaxFanout = 4
path_cells = "clkdlybuf4s50_1 -> ha_1 -> a21o_1 -> a21oi_2 -> xnor2_1"
endpoint_kind = "register"
crit_arrival_ns = 1.82
max_stage_delay_ns = 0.48
startpoint = "up_down"
required_ns = 2.96
slowest_stage = "clkdlybuf4s50_1"
startpoint_type = "input pin"
regToRegStartpoint = "counter_up_down[1]"

[drt]
wl_um = 374
wl_per_cell_um = 5.19
vias_per_cell = 2.11
drt_pass1_iterations = 2
postRouteAntennaNets = 0
vias = 152
drc = 0
antenna-diode-count = 0
drt_iter0_markers = 1

[placement]
dp_hpwl_um = 326
portBuffers = 6
gp_congestion = 0.705

[global_route]
grt_max_degree = 5
overflow = 0
antenna_found_initial = 0
track_usage = 0.0125
grt_pass1_wl_um = 676
grt_pass1_vias = 175

[job]
drv_cap = 0
tool_warnings = 25

[power_and_ir_drop]
irDropWorstVdd_mv = 0.112
p_leak_uw = 0.000149
power_density_nw_per_um2 = 829

[run_status]
outcome = "completed"
-- cell families (layout without fill, tap and decap cells) --
kind of cell	Yosys count	count (layout)	synth area share
fa+ha+maj	3	3	0.218
xor+xnor	3	3	0.127
compound gates	2	2	0.0788
flops	4	4	0.485
buf+inv	5	14	0.0909
-- path summary, 6_finish.rpt --
| kind | end | slack, ns | cells past startpoint |
|---|---|---|---|
| setup / recovery | counter_up_down[3] | 1.13 | 5 |
| hold / removal | counter_up_down[3] | 0.51 | 2 |
| setup reg to reg | counter_up_down[3] | 1.60 | 4 |
| hold reg to reg | counter_up_down[0] | 0.51 | 1 |
| max in group asynchronous | counter_up_down[0] | 2.13 | 2 |
| min in group clk0 | counter_up_down[0] | 0.51 | 1 |
-- cell usage in the layout, fill, tap and decap left out --
cell / instances
clkdlybuf4s50_1: 6
inv_1: 5
dfrtp_1: 4
clkbuf_4: 3
xnor2_1: 2
ha_1: 2
a21o_1: 1
a21oi_2: 1
xor2_1: 1
fa_1: 1
-- through the flow --
stage               cell area [sq um]  setup WS (ns)  total power (uW)    util  std cells
floorplan                         206           1.47               158       -         17
global placement                  324          0.890               216  0.0949         69
detailed placement                324          0.888               219  0.0949         69
CTS                               347           1.14               293   0.101         72
global route                      347           1.05               312   0.101         72
finish                            347           1.13               287   0.101         72
-- routing by layer --
layer  global-route usage  part of all wire
met5                    0                 0
met4              0.00704             0.032
met3              0.00909              0.20
met2               0.0193              0.37
met1               0.0120              0.39
-- report_power, final --
part	total [uW]	switching (uW)	leakage, uW	internal [uW]
Clock	70.4	22.6	0.0000138	47.8
Sequential	97.2	15.2	0.0000496	82.0
Combinational	120	41.4	0.0000859	78.5
Total	287	79.1	0.000149	208
-- critical path: cells and delay by family --
kind / cells / cell delay (ns)
fa+ha+maj: 1 / 0.32
buf+inv: 1 / 0.48
xor+xnor: 1 / 0.13
compound gates: 2 / 0.33
-- final cells by class --
type	instances	area [sq um]
clock buffer	3	22.5
fill	398	3070
inverter	5	18.8
multi-input combinational	8	87.6
sequential	4	100
tap	46	57.6
timing repair buffer	6	60.1
Power figures rest on the tool's default switching activity, not on a simulated workload.
